--- /design/flow/run.sh ---
#!/bin/bash
# OpenROAD 26Q1-2900-gdf79404cd8, Yosys 0.63+post, stock flow scripts
make -C /OpenROAD-flow-scripts/flow DESIGN_CONFIG=/design/flow/config.mk WORK_HOME=/design/flow/orfs finish
--- /design/flow/config.mk ---
export PLATFORM = sky130hd
export DESIGN_NAME = spi_master
export DESIGN_NICKNAME = spi_master
export VERILOG_FILES = /design/flow/design.v
export SDC_FILE = /design/flow/constraint.sdc
export NUM_CORES = 4
export LEC_CHECK = 1
export CORE_AREA = 10 10 106 106
export DIE_AREA = 0 0 116 116
--- /design/flow/constraint.sdc ---
current_design spi_master

set clk_period 2.4
set clk_io_pct 0.2

create_clock -name clk0 -period $clk_period [get_ports {clk_i}]

set non_clock_inputs [all_inputs -no_clocks]
set_input_delay [expr $clk_period * $clk_io_pct] -clock clk0 $non_clock_inputs
set_output_delay [expr $clk_period * $clk_io_pct] -clock clk0 [all_outputs]
--- /design/flow/design.v ---
`timescale 1ns / 1ps
module spi_master #(
        parameter FINAL_DIVSR = 4,
        parameter D_WIDTH = 8)
(
    output               spi_clk_o,
    output               mosi_o,
    output               ready_o,
    output               spi_done_o,
    output [D_WIDTH-1:0]  dout,
    input [D_WIDTH-1:0]  din,
    input                clk_i,srst_i,
    input                cpol, cpha,
    input                miso_i,
    input                start_i
    );
    localparam DIVSR_BITS = $clog2(FINAL_DIVSR);
    localparam NO_BITS = $clog2(D_WIDTH);
    parameter [1:0] IDLE = 2'd0;
    parameter [1:0] VALUE_DRIVE = 2'd2;
    parameter [1:0] VALUE_SAMPLE = 2'd3;
    parameter [1:0] CPHA_DEL = 2'd1;
    reg  [1:0]           state_reg, state_nxt;
    reg  [D_WIDTH-1:0]   sin_reg, sin_nxt;
    reg  [D_WIDTH-1:0]   sout_reg, sout_nxt;
    reg  [DIVSR_BITS-1:0]clk_cnt_nxt,clk_cnt_reg;
    reg  [NO_BITS-1:0]   n_nxt,n_reg;
    wire                 spi_clk_nxt;
    reg                  spi_clk_reg;
    reg                  ready;
    wire                 p_clk;
    reg                  spi_done;
    always @(posedge clk_i , posedge srst_i) begin
        if(srst_i) begin
            state_reg <= IDLE;
            sin_reg <= 0;
            sout_reg <= 0;
            clk_cnt_reg <= 0;
            n_reg <= 0;
            spi_clk_reg <= 0;
            spi_done <= 0; 
        end
        else begin
            state_reg <= state_nxt;
            sin_reg <= sin_nxt;
            sout_reg <= sout_nxt;
            clk_cnt_reg <= clk_cnt_nxt;
            n_reg <= n_nxt;
            spi_clk_reg <= spi_clk_nxt; 
        end
    end 
    always@(*) begin
        ready = 1'b0;
        state_nxt = state_reg;
        sin_nxt = sin_reg;
        sout_nxt = sout_reg;
        clk_cnt_nxt = clk_cnt_reg;
        n_nxt = n_reg;
        spi_done = 1'b0;
        case(state_reg) 
            IDLE : begin
                ready = 1'b1;
                if(start_i) begin
                    clk_cnt_nxt = 0;
                    n_nxt = 0;
                    sout_nxt = din;
                    state_nxt = CPHA_DEL;
                end
                else 
                    state_nxt = IDLE;
            end
            CPHA_DEL : begin
                if(clk_cnt_reg == (FINAL_DIVSR-1)) begin
                    state_nxt = VALUE_DRIVE;
                    clk_cnt_nxt = 0;
                end
                else    
                    clk_cnt_nxt = clk_cnt_reg + 1'b1; 
            end
            VALUE_DRIVE : begin
                if(clk_cnt_reg == (FINAL_DIVSR - 1)) begin
                    clk_cnt_nxt = 0;
                    sin_nxt = {sin_reg[D_WIDTH-2:0],miso_i};
                    state_nxt = VALUE_SAMPLE;
                end
                else 
                    clk_cnt_nxt = clk_cnt_reg + 1'b1;               
            end
            VALUE_SAMPLE : begin
                if(clk_cnt_reg == (FINAL_DIVSR - 1)) begin
                    if(n_reg == D_WIDTH-1) begin
                        spi_done = 1'b1;
                        state_nxt = IDLE;
                    end
                    else begin
                        clk_cnt_nxt = 0;
                        n_nxt = n_reg + 1'b1;
                        sout_nxt = {sout_reg[D_WIDTH-2:0],1'b0};
                        state_nxt = VALUE_DRIVE;
                    end
                end
                else 
                        clk_cnt_nxt = clk_cnt_reg + 1'b1;
            end
        endcase
    end
    assign spi_done_o = spi_done;
    assign ready_o = ready;
    assign dout = sin_reg;
    assign mosi_o = sout_reg[D_WIDTH-1];
    assign p_clk = ((state_nxt==VALUE_SAMPLE) & ~cpha) || ((state_nxt == VALUE_DRIVE) & cpha);
    assign spi_clk_nxt = cpol ? ~p_clk: p_clk;
     assign spi_clk_o = spi_clk_reg;
endmodule
==> datasheet_impl.txt <==
Physical implementation characteristics

Parameter                              Value

Worst setup path
  Count of buffering cells on the critical path with inverters included .................. 1
  Crit-path cells .................. nor3_1 > clkdlybuf4s50_1
  Startpoint kind of the worst setup timing path .................. flop
  Slowest cell delay on critical path .................. 0.55 ns
  Slowest cell on crit path .................. clkdlybuf4s50_1
  Largest delay contributor family on the critical path .................. buffers and inverters
  Type of the worst setup path .................. reg2out
  Highest fanout seen on the critical path .................. 5
  Crit end category .................. primary output
  Worst endpoint required time .................. 1.92 ns
  Data arrival time at the worst-slack endpoint .................. 1.65 ns

Finish
  Share of post-route cells with drive strength above 1 .................. 16.3%
  Post-layout util .................. between 10% and 20%
  Synth-to-Final Area Change .................. 35.9%
  Fillcell total .................. about 970
  Highest-count cells in the layout ignoring fill and taps .................. dfrtp_1 (25), clkdlybuf4s50_1 (24), mux2_2 (8)
  Most common cell after layout, fill and taps aside .................. dfrtp_1

Pwr
  Reg power frac .................. 57.1%
  Share of power burned in the clock network .................. 34.9%
  Largest voltage drop on the vdd net .................. between 0.2 and 0.25 mV
  Cell internal pwr .................. 0.643 mW
  Combinational share of power .................. around 8.0%
  Switching share of power .................. 20.3%
  Switching power .................. 0.164 mW
  Cell leakage power .................. 0.651 nW
  Power per Cell Area .................. 498 mW/mm²

Route
  Routed via count .................. 798
  # DRC .................. 0
  Number of diodes .................. 0
  Final routed wirelength across all metal layers .................. 2600 µm
  Ratio of routed vias to standard cells .................. about 3.4
  Detail-routed net length per standard cell .................. 11.0 µm
  TritonRoute pass-1 iters .................. 4
  Drt initial violations .................. 42
  Detail Route Antenna Nets .................. 0

Clock network
  Maximum number of buffers from clock root to sink .................. 2
  Buffers inserted by post-CTS timing repair .................. 0
  Number of buffers added to fix hold violations after cts .................. 0
  Count of H-tree levels built during CTS .................. 1
  Number of instances resized during post-cts repair .................. 0
  Clk root buf .................. clkbuf_8
  Latest clock arrival within the worst-skew pair .................. 0.27 ns
  Clock net sink count .................. 26
  CTS tree .................. done
  Register clock-pin slew on the reported worst setup and hold paths .................. 0.09 ns
  Total CTS buffers .................. 3

Final timing
  Final hold violation count .................. 0
  Period utilization .................. 88.6%
  Final Max-Slew Violation Tally .................. 0
  Fin Clk Skew .................. 0.00804 ns
  Clock period minus worst slack .................. 2.13 ns
  Setup Total Neg Slack .................. 0 ns
  Max frequency .................. 470 MHz
  Final hold slack .................. 0.498 ns
  Setup repair after global routing missed its margin .................. false
  Setup violators final .................. 0

Synth
  Unique cell types .................. 31
  Synthesized cell area .................. 0.00119 mm²
  Synthesized instance count .................. 104
  Sequential fraction of the synthesis area .................. 54.7%
  Summed standard-cell area reported by yosys .................. 0.00119 mm²
  Mean cell area of the mapped netlist .................. 11.5 µm²
  Total of warnings raised by yosys .................. 3
  Post-synthesis register bit count .................. 26
  Cell count in the Yosys report .................. 104

Floorplan
  Die area .................. about 0.013 mm²
  Core Box Area .................. 0.00885 mm²
  Pre-placement core utilization .................. 13.5%
  Y dimension of the die .................. 116 µm
  Width of the die .................. 116 µm
  Number of rows in the core area .................. 34
  Top Ports .................. 26

Global routing
  Grt peak-use layer .................. met1
  Global routing met2 resource utilization .................. 5.20%
  GR Layer Usage met3 .................. 1.94%
  Global-route wire length before repair .................. 4240 µm
  GRT overflow .................. 0
  Total GRT Usage .................. 3.95%
  Pin count of the biggest net entering global routing .................. 27
  Met1 Track Usage GR .................. under 10%
  Antenna violations before repair .................. 0
  Vias in the first global route .................. 830

Status
  Outcome .................. finished clean

Job
  Max-cap violations .................. 0
  Count of tool warnings .................. 25

Hold path
  Worst hold-check path type .................. reg2reg

Placement
  IO buf count .................. 24
  Post-detailed-placement half-perimeter wirelength .................. 1970 µm
  Routability-driven placement congestion ratio .................. 0.744
[metrics by stage]
| step | std cells | worst slack [ns] | total power [mW] | instance area (µm²) |
|---|---|---|---|---|
| 2_1_floorplan | 104 | 0.561 | 0.488 | 1190 |
| 3_3_place_gp | 233 | 0.511 | 0.536 | 1570 |
| 5_1_grt | 237 | 0.192 | 0.852 | 1620 |
| 3_5_place_dp | 233 | 0.500 | 0.536 | 1570 |
| 4_1_cts | 237 | 0.268 | 0.832 | 1620 |
| 6_report | 237 | 0.273 | 0.807 | 1620 |
[path summary, 6_finish.rpt]
kind	startpoint	end	slack (ns)	cells after the start
hold reg to reg	clk_cnt_reg[0]	clk_cnt_reg[0]	0.50	1
min in group asynchronous	srst_i	sin_reg[6]	0.56	3
setup reg to reg	clk_cnt_reg[0]	spi_clk_reg	0.47	5
max in group asynchronous	srst_i	state_reg[0]	1.53	3
setup / recovery	state_reg[1]	ready_o	0.27	2
hold / removal	clk_cnt_reg[0]	clk_cnt_reg[0]	0.50	1
[layer usage]
layer | vias up | share of wire, % | wire length (µm)
li1 | 406 | - | -
met1 | 369 | 53 | 1380
met2 | 23 | 37 | 961
met3 | 0 | 10 | 259
met4 | 0 | 0 | 0
met5 | - | 0 | 0
[cell usage after synthesis]
| library cell | instances | area share (%) |
|---|---|---|
| and2_1 | 1 | 0.52 |
| mux2_4 | 1 | 1.3 |
| a21oi_1 | 7 | 2.9 |
| ha_1 | 3 | 3.1 |
| or2_2 | 1 | 0.52 |
| o31ai_1 | 2 | 1.3 |
| inv_1 | 7 | 2.2 |
| nand3_1 | 4 | 1.7 |
| a31o_2 | 1 | 0.73 |
| dfstp_2 | 1 | 2.2 |
| buf_6 | 1 | 0.94 |
| o21ai_0 | 6 | 2.5 |
| nor3_1 | 2 | 0.84 |
| nand3b_1 | 1 | 0.63 |
| nand2b_1 | 1 | 0.52 |
| xnor2_1 | 1 | 0.73 |
| o21ai_2 | 1 | 0.73 |
| mux2_2 | 8 | 7.6 |
| o41ai_1 | 1 | 0.73 |
| buf_4 | 1 | 0.63 |
| conb_1 | 1 | 0.31 |
| or4_1 | 1 | 0.63 |
| nor2b_1 | 3 | 1.6 |
| clkbuf_1 | 1 | 0.31 |
| nand2_1 | 3 | 0.94 |
| buf_2 | 3 | 1.3 |
| a2111oi_2 | 1 | 1.3 |
| a221o_1 | 1 | 0.84 |
| dfrtp_1 | 25 | 52 |
| nor2_1 | 7 | 2.2 |
| mux2i_1 | 7 | 5.9 |
[power groups by stage]
stage	Combinational, mW	Clock [mW]	Sequential, mW
4_1_cts	0.0672	0.304	0.461
5_1_grt	0.0730	0.316	0.463
6_report	0.0644	0.282	0.461
[logic make-up after synthesis]
family,count (synthesis),share of synthesized area (%)
flip-flops,26,54.7
AND/OR/NAND/NOR,24,10.1
AND-OR/OR-AND,20,11.0
multiplexers,16,14.7
buffers and inverters,13,5.35
adder cells (fa/ha/maj),3,3.15
other,1,0.314
XOR/XNOR,1,0.735
[area by class of cell]
class	count	area, µm²	share of cell area, %
clock buffers	4	55.1	3.40
inverters	7	26.3	1.62
well taps	108	135	8.34
multi-input cells	65	489	30.2
repair buffers	27	263	16.2
flip-flops and latches	26	652	40.2
Power is estimated from default activity; no workload was simulated.
